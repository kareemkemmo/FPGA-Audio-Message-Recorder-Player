===== flow/config.mk =====
export PLATFORM = sky130hd
export DESIGN_NAME = led_driver_wrapper
export DESIGN_NICKNAME = led_driver_wrapper
export VERILOG_FILES = /design/flow/design.v
export SDC_FILE = /design/flow/constraint.sdc
export NUM_CORES = 4
export LEC_CHECK = 1
export CORE_AREA = 10 10 70 70
export DIE_AREA = 0 0 80 80

===== flow/constraint.sdc =====
current_design led_driver_wrapper

set clk_period 1.0
set clk_io_pct 0.2

create_clock -name clk0 -period $clk_period [get_ports {clk}]

set non_clock_inputs [all_inputs -no_clocks]
set_input_delay [expr $clk_period * $clk_io_pct] -clock clk0 $non_clock_inputs
set_output_delay [expr $clk_period * $clk_io_pct] -clock clk0 [all_outputs]

===== flow/design.v =====
`timescale 1ns / 1ps
module led_driver_wrapper( led_value, leds, write_to_leds, clk, reset );
	input [7:0] led_value;
	output reg [7:0] leds;
	input write_to_leds;
	input clk;
	input reset;
	always @(posedge clk or posedge reset) begin
		if(reset) leds <= 0;
		else if(write_to_leds) leds <= led_value;
	end
endmodule

===== flow/run.sh =====
#!/bin/bash
# OpenROAD 26Q1-2900-gdf79404cd8, Yosys 0.63+post, stock flow scripts
make -C /OpenROAD-flow-scripts/flow DESIGN_CONFIG=/design/flow/config.mk WORK_HOME=/design/flow/orfs finish

==> Slide: Implementation Results <==
Synthesis and Place & Route Summary

Clocking
  – Worst-case clock buffer depth: 2
  – CTS clk-pin slew, worst paths: 0.05 ns
  – Clock Latency Late Sink: 0.24 ns
  – CTS sink cnt: 8
  – CTS tree: yes
  – Clock root buffer master: clkbuf_4
  – Number of levels in the clock H-tree: 1
  – Num CTS Buffers: 3

Timing
  – Shortest period the worst path allows: 0.9465 ns
  – Post-Route Setup TNS: 0 ns
  – Max frequency: 1056 MHz
  – Number of pins with negative max-slew slack in the final report: 0
  – Number of setup violations in the final report: 0
  – Count of endpoints failing hold in the final timing report: 0
  – Actual transition at the worst max-transition pin: 0.2953 ns
  – Portion of the clock cycle consumed by the worst path in the final layout: 94.65%
  – Setup skew after layout: 0 ns
  – Smallest hold slack: 0.2068 ns
  – Setup repair after global routing missed its margin: false
  – Worst max-slew margin expressed relative to the limit: 80.29%
  – Final WS setup: 0.05346 ns

Pwr
  – Sequential power share: 48.2%
  – Portion of total power attributed to the clock network: 30.2%
  – Portion of total power attributed to combinational logic: 21.6%
  – Ratio of total power to cell area: 1300 mW/mm^2
  – Switching Fraction: 19.74%
  – Leakage: 0.2804 nW
  – Total power: 0.0007758 W
  – Highest ir drop seen on vdd: 0.2762 mV
  – Pint: 0.0006226 W
  – Switching power total: 0.0001532 W

Finish
  – Most frequent logic cell in the layout: clkdlybuf4s50_1
  – Proportion of layout cells with a drive suffix above 1: 55.81%
  – Number of flip-flops under the largest register name: 8
  – Storage cell area: 200.2 sq um
  – Fill cell total of the finished layout: 386
  – Commonest non-fill, non-tap cells in the layout: 9 x clkdlybuf4s50_1, 8 x mux2_4, 8 x dfrtp_1, 8 x buf_2
  – Largest regs: leds x8
  – Area added between synthesis and finish: 77.98%
  – Util after Layout: 17.47%
  – Area of the multi-input gates: 120.1 sq um
  – Largest register by flop count: leds

Critical path
  – Startpoint of the lowest-slack register-to-register path: leds[2]
  – Crit path buffers/inverters: 1
  – Capturing element of the worst setup path: leds[3]
  – Cells along the critical path: buf_2
  – CP max-delay cell: dfrtp_1
  – Worst EP arrival: 0.75 ns
  – Worst setup EP type: output port
  – R2r endpoint: leds[2]
  – Worst-case register-to-register setup slack: 0.14 ns
  – Number of cells on the critical path: 1
  – Worst setup path startpoint: leds[3]
  – Top fanout value on the critical path: 2
  – Class of the most critical setup path: flop to output port
  – Startpoint type of the worst setup path: flop
  – Worst EP required: 0.80 ns
  – Count of cells along the worst register-to-register path: 2
  – Slowest stage delay, CP: 0.38 ns
  – Dominant delay contributor by cell family on the critical path: flip-flops

Logic synthesis
  – Synthesis warning total: 1
  – Synthesized area divided by synthesized cell count: 18.63 sq um
  – Biggest combinational cell group after synthesis: multiplexers
  – Unique cell types: 4
  – Number of cells in the yosys synthesis report: 18
  – Area fraction in xor and xnor cells: 0%
  – Cell area after synthesis: 335.3 sq um
  – Adder and majority gate portion of the synthesized area: 0%
  – Number of synthesized register bits: 8
  – YS chip area: 335.3 sq um
  – Part of the Yosys area used for sequential elements: 59.70%
  – Number of instances in the synthesized netlist: 18
  – Yosys aoi share: 0%
  – MUX share of area: 35.82%
  – AND/OR/NAND/NOR Cells, Area Fraction: 0%

Run
  – Number of logged tool warnings: 25
  – Maxcap violations: 0

Run status
  – Result of the run: completed

GRT
  – Wire length of the first global-routing pass: 1400 um
  – Via count of the first global-routing pass: 282
  – Pin count of the biggest net entering global routing: 9
  – Final global-route overflow total: 0
  – Number of antenna violations at the first check in global routing: 0
  – Overall global routing resource usage: 2.816%

Die
  – Chip area: 0.006400 sq mm
  – IO Pins: 19
  – Standard-cell rows: 21
  – Area of the placeable core: 0.003416 sq mm
  – Pre-placement core utilization: 9.817%
  – Chip width: 80 um
  – Die y size: 80 um

Detailed routing
  – WL/cell: 9.933 um
  – Detail-routed via count per cell: 2.573
  – Routed WL: 884 um
  – Detailed-routing iteration count for the pre-antenna-repair pass: 2
  – Antenna diodes: 0
  – Total via count in the routed design: 229
  – DRC Markers: 0
  – Number of nets still failing antenna checks after routing: 0
  – Detailed Route Iter0 Violations: 8

Placed design
  – Setup WS pre-CTS: -0.2802 ns
  – Placer's final routability congestion estimate: 0.7108
  – Total of buffers placed on input and output ports: 18

Worst hold path
  – Class of the tightest hold or removal check: input pin to asynchronous set/reset pin
-- routing by layer --
layer	track usage [%]	routed length [um]	part of all wire, %	up-vias
met2	4.575	424	48	9
met1	2.967	340	38	106
met4	1.585	41	4.6	0
li1	-	-	-	112
met5	0	0	0	-
met3	1.250	78	8.8	2
-- how the worst min path moves through the flow --
stage,slack (ns),from,cells after the start,endpoint
finish,0.21,reset,2,leds[0]
global route,0.26,reset,2,leds[4]
CTS,0.21,reset,2,leds[4]
-- metrics by stage --
stage               cells  area (sq um)
global placement       84         596.8
finish                 89         596.8
floorplan              18         335.3
global route           89         596.8
CTS                    91         608.1
detailed placement     84         596.8
-- power groups by stage --
stage,logic [W],clock network (W),registers (W)
4_1_cts,0.000182,0.000247,0.000374
5_1_grt,0.000183,0.000263,0.000380
6_report,0.000168,0.000234,0.000374
-- cells by family after synthesis --
logic type	Yosys count
buf+inv	2
flops	8
mux	8
-- area by class of cell --
cell class / instances / area share [%]
sequential: 8 / 33.54
clock buffer: 3 / 3.774
tap: 46 / 9.644
multi-input combinational: 8 / 20.13
timing repair buffer: 23 / 32.29
inverter: 1 / 0.6289
-- cell usage after synthesis, drive strengths merged --
master	number	share of area, %
dfrtp	8	60
mux2	8	36
buf	1	3.4
inv	1	1.1
-- timing repair --
action | in CTS | in global routing
resized | 25 | 1
setup endpoints to repair | 16 | 2
hold buffers | 0 | 0
setup buffers | 4 | 0
Power is estimated from default activity; no workload was simulated.
